File: design/flow/run.sh
#!/bin/bash
# OpenROAD 26Q1-2900-gdf79404cd8, Yosys 0.63+post, stock flow scripts
make -C /OpenROAD-flow-scripts/flow DESIGN_CONFIG=/design/flow/config.mk WORK_HOME=/design/flow/orfs finish
File: design/flow/config.mk
export PLATFORM = sky130hd
export DESIGN_NAME = multiplier
export DESIGN_NICKNAME = multiplier
export VERILOG_FILES = /design/flow/design.v
export SDC_FILE = /design/flow/constraint.sdc
export NUM_CORES = 4
export LEC_CHECK = 1
export CORE_AREA = 10 10 70 70
export DIE_AREA = 0 0 80 80
File: design/flow/constraint.sdc
current_design multiplier

set clk_period 4.6
set clk_io_pct 0.2

create_clock -name clk0 -period $clk_period

set non_clock_inputs [all_inputs -no_clocks]
set_input_delay [expr $clk_period * $clk_io_pct] -clock clk0 $non_clock_inputs
set_output_delay [expr $clk_period * $clk_io_pct] -clock clk0 [all_outputs]
File: design/flow/design.v
`timescale 1ns/10ps
module multiplier (
    input [2:0] A, B,
    output [5:0] P
);
    reg [5:0] P_internal; 
    always @* begin
        P_internal = A * B;
    end
	assign P = P_internal;
endmodule
==> report_table.html <==
<h3>Flow metrics</h3>
<table>
<tr><th>Metric</th><th>Value</th></tr>
<tr><th colspan="2">Outcome</th></tr>
<tr><td>Result of the run</td><td>finished, final reports clean</td></tr>
<tr><th colspan="2">Route</th></tr>
<tr><td>Residual antenna-violating net count after detailed routing</td><td>0</td></tr>
<tr><td>Via count</td><td>roughly 190</td></tr>
<tr><td>Number of vias per cell</td><td>2.33</td></tr>
<tr><td>M1 WL</td><td>between 300 and 400 um</td></tr>
<tr><td>Routed Wire Length</td><td>578 um</td></tr>
<tr><td>Number of violations reported at the end of detailed-routing iteration 0</td><td>0</td></tr>
<tr><td>Highest routed metal layer</td><td>met3</td></tr>
<tr><td>Length of the first detailed-routing pass in iterations</td><td>1</td></tr>
<tr><td>Amount of wire on met3 after detailed routing</td><td>approximately 82 um</td></tr>
<tr><td>Routed wirelength normalized by instance count</td><td>7.05 um</td></tr>
<tr><td>Remaining design rule violation count</td><td>0</td></tr>
<tr><td>Count of inserted antenna diode cells</td><td>0</td></tr>
<tr><td>Met2 routed wirelength</td><td>about 180 um</td></tr>
<tr><th colspan="2">Worst setup path</th></tr>
<tr><td>Cell at the slowest stage of the critical path</td><td>fa_1</td></tr>
<tr><td>Cell family with the largest share of critical-path delay</td><td>adder cells</td></tr>
<tr><td>Kind of critical path</td><td>input port to primary output</td></tr>
<tr><td>Buffers and inverters on the worst path</td><td>3</td></tr>
<tr><td>Type of element capturing the critical path</td><td>primary output</td></tr>
<tr><td>Req. time, crit path</td><td>about 3700 ps</td></tr>
<tr><td>Max stage delay on crit path</td><td>approximately 540 ps</td></tr>
<tr><td>Maximum fanout encountered on the critical timing path</td><td>3</td></tr>
<tr><td>Cell count along the critical path</td><td>8</td></tr>
<tr><td>Critical Path, Cell by Cell</td><td>clkdlybuf4s50_1 &gt; and2_1 &gt; fa_1 &gt; ha_1 &gt; inv_1 &gt; fa_1 &gt; xnor2_1 &gt; clkdlybuf4s50_1</td></tr>
<tr><td>Element type at the critical path start</td><td>input port</td></tr>
<tr><td>Crit path capture</td><td>P[4]</td></tr>
<tr><td>Data arrival at the endpoint of the critical path</td><td>3410 ps</td></tr>
<tr><td>Worst setup path startpoint</td><td>A[0]</td></tr>
<tr><th colspan="2">Synthesis</th></tr>
<tr><td>Distinct lib cells used</td><td>8</td></tr>
<tr><td>Average cell area after synthesis</td><td>approximately 8.2 um^2</td></tr>
<tr><td>Post-synth top area cell</td><td>ha_1</td></tr>
<tr><td>Largest type area fraction</td><td>roughly a third</td></tr>
<tr><td>Number of warnings reported in the yosys synthesis log</td><td>1</td></tr>
<tr><td>Proportion of synthesized chip area in sequential cells</td><td>0%</td></tr>
<tr><td>Cell total in the yosys stat output</td><td>24</td></tr>
<tr><td>Number of instances in the synthesized netlist</td><td>24</td></tr>
<tr><td>Cell area after technology mapping</td><td>between 150 and 200 um^2</td></tr>
<tr><td>Cell types occupying the most area after synthesis</td><td>ha_1 32%, and2_1 29%, fa_1 20%</td></tr>
<tr><td>Yosys synthesis chip area</td><td>a little under 200 um^2</td></tr>
<tr><th colspan="2">Layout</th></tr>
<tr><td>Most frequent logic cell in the layout</td><td>clkdlybuf4s50_1</td></tr>
<tr><td>Layout cell share with drive strength beyond 1</td><td>0%</td></tr>
<tr><td>Layout overhead on the synthesized area</td><td>90.4%</td></tr>
<tr><td>Finished Layout Cells</td><td>between 80 and 90</td></tr>
<tr><td>Number of sequential cells in the layout</td><td>0</td></tr>
<tr><td>FILL cells</td><td>408</td></tr>
<tr><td>FF+latch area</td><td>0 um^2</td></tr>
<tr><td>Top logic cells by instance count in the layout</td><td>12 x clkdlybuf4s50_1, 9 x and2_1, 5 x ha_1, 4 x inv_1, 2 x fa_1</td></tr>
<tr><td>Footprint of the multi-input gates</td><td>around 180 um^2</td></tr>
<tr><td>Layout clock buffers</td><td>0</td></tr>
<tr><th colspan="2">Die</th></tr>
<tr><td>Die area</td><td>between 6000 and 7000 um^2</td></tr>
<tr><td>Die outline width</td><td>80 um</td></tr>
<tr><td>Overall die height</td><td>around 80 um</td></tr>
<tr><td>Placement row count</td><td>21</td></tr>
<tr><td>Count of pins on the block boundary</td><td>12</td></tr>
<tr><td>Core Area</td><td>about 3400 um^2</td></tr>
<tr><td>Starting Density</td><td>roughly 5.8%</td></tr>
<tr><th colspan="2">Final timing</th></tr>
<tr><td>Ratio of final minimum period to clock period</td><td>between 90 and 100%</td></tr>
<tr><td>Worst-case headroom to the max-slew limit</td><td>between 80% and 90%</td></tr>
<tr><td>Final count of hold timing violations</td><td>0</td></tr>
<tr><td>Final setup viols</td><td>0</td></tr>
<tr><td>Fin crit period</td><td>4330 ps</td></tr>
<tr><td>Highest clock rate</td><td>~0.23 GHz</td></tr>
<tr><td>Final slew viol count</td><td>0</td></tr>
<tr><td>Final worst-path setup slack</td><td>roughly 270 ps</td></tr>
<tr><td>Total Negative Setup Slacks</td><td>0 ps</td></tr>
<tr><td>Worst Tran Pin Value</td><td>~180 ps</td></tr>
<tr><td>RSZ-0062 raised after global routing</td><td>false</td></tr>
<tr><th colspan="2">Power and ir drop</th></tr>
<tr><td>Share of power burned in combinational logic</td><td>around 100%</td></tr>
<tr><td>Static power due to leakage</td><td>0.000154 uW</td></tr>
<tr><td>Clk pwr share</td><td>0%</td></tr>
<tr><td>Switching pwr</td><td>10.6 uW</td></tr>
<tr><td>Design internal power</td><td>between 20 and 25 uW</td></tr>
<tr><td>Switching power as a share of total power</td><td>between 30% and 40%</td></tr>
<tr><td>Seq pwr share</td><td>0%</td></tr>
<tr><td>Pwr dens</td><td>approximately 84 nW/um^2</td></tr>
<tr><td>Peak ir drop on the vdd network</td><td>~29 uV</td></tr>
<tr><th colspan="2">Global route</th></tr>
<tr><td>Overall overflow remaining after global route</td><td>0</td></tr>
<tr><td>Global Route Usage Sum</td><td>1.85%</td></tr>
<tr><td>Number of global-route vias before repair</td><td>between 200 and 250</td></tr>
<tr><td>Maximum number of pins on one net before global-route repair</td><td>4</td></tr>
<tr><td>First-pass GRT wire length</td><td>approximately 1000 um</td></tr>
<tr><td>Number of antenna violations at the first check in global routing</td><td>0</td></tr>
<tr><th colspan="2">Run</th></tr>
<tr><td>OpenROAD warning count</td><td>32</td></tr>
<tr><td>Max-capacitance violation count</td><td>0</td></tr>
<tr><th colspan="2">Clock tree</th></tr>
<tr><td>Number of gates given a new drive strength after cts</td><td>0</td></tr>
<tr><td>Post-cts hold-fix buffer tally</td><td>0</td></tr>
<tr><td>Buffers inserted by post-CTS timing repair</td><td>0</td></tr>
<tr><th colspan="2">Placed design</th></tr>
<tr><td>Number of placed instances with taps included</td><td>82</td></tr>
<tr><td>Pre-CTS setup slack</td><td>about 270 ps</td></tr>
<tr><td>Post-detailed-placement half-perimeter wirelength</td><td>564 um</td></tr>
<tr><td>Number of I/O port buffers</td><td>12</td></tr>
<tr><td>RePlAce Congestion</td><td>between 0.7 and 0.8</td></tr>
<tr><th colspan="2">Min path</th></tr>
<tr><td>Hold crit path type</td><td>input port to primary output</td></tr>
</table>
## metrics by stage
step / total power, uW / utilization (%) / cell area, um^2 / hold slack, ps
floorplan: 9.94 / - / 196 / 1910
global placement: 30.9 / 11.0 / 374 / 2820
detailed placement: 31.8 / 11.0 / 374 / 2820
CTS: 32.1 / 11.0 / 374 / 2830
global route: 35.4 / 11.0 / 374 / 2880
finish: 31.4 / 11.0 / 374 / 2820
## cell type report
type	instances	area share [%]
inverter	4	4.01
tap	46	15.4
timing repair buffer	12	32.1
multi-input combinational	20	48.5
## routing by layer
layer,vias to the layer above,global-route usage [%]
li1,99,-
met1,81,2.59
met2,11,2.57
met3,0,1.02
met4,0,0
met5,-,0
## synth_stat cells, drive strengths merged
cell   number
fa          2
nand3       1
nand2       1
and2        9
inv         4
ha          5
a21oi       1
xnor2       1
## worst min-delay path by stage
stage / startpoint / endpoint / cells after the start
after CTS: A[0] / P[0] / 3
after global routing: A[0] / P[0] / 3
final: A[0] / P[0] / 3
## kinds of logic (layout without fill, tap and decap cells)
| logic type | Yosys count | count (layout) | synth area share [%] |
|---|---|---|---|
| AND-OR/OR-AND | 1 | 1 | 2.55 |
| XOR/XNOR | 1 | 1 | 4.46 |
| adder cells (fa/ha/maj) | 7 | 7 | 52.2 |
| buffers and inverters | 4 | 16 | 7.64 |
| AND/OR/NAND/NOR | 11 | 11 | 33.1 |
## power by group through the flow
stage	clock, uW	combinational [uW]	sequential [uW]
after CTS	0	32.1	0
after global routing	0	35.4	0
final	0	31.4	0
## worst min-delay path, cell delays in order
cell	delay, ps
clkdlybuf4s50_1	430
and2_1	150
clkdlybuf4s50_1	410
Power and IR drop assume default switching activity.
